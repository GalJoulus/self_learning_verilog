<file path="flow/design.v">
module fsm_controller (
    input  wire clk,
    input  wire rst_hw,           
    input  wire reset_pulse,
    input  wire start_pulse,
    input  wire stop_pulse,
    input  wire max_reached,
    output reg  en_counter,
    output reg  rst_counter
);
    localparam S_IDLE  = 2'b00;
    localparam S_RUN   = 2'b01;
    localparam S_PAUSE = 2'b10;
    localparam S_LOCK  = 2'b11;
    reg [1:0] state;
    reg [1:0] next_state;
    always @(posedge clk or posedge rst_hw) begin
        if (rst_hw)
            state <= S_IDLE;
        else
            state <= next_state;
    end
    always @(*) begin
        next_state  = state;
        en_counter  = 1'b0;
        rst_counter = 1'b0;
        if (reset_pulse) begin
            next_state  = S_IDLE;
            rst_counter = 1'b1;
        end else begin
            case (state)
                S_IDLE: begin
                    rst_counter = 1'b1;
                    if (start_pulse)
                        next_state = S_RUN;
                end
                S_RUN: begin
                    en_counter = 1'b1;
                    if (max_reached)
                        next_state = S_LOCK;
                    else if (stop_pulse)
                        next_state = S_PAUSE;
                end
                S_PAUSE: begin
                    if (start_pulse)
                        next_state = S_RUN;
                end
                S_LOCK: begin
                    en_counter = 1'b0;
                    next_state = S_LOCK;
                end
            endcase
        end
    end
endmodule
module basic_counter_module (
    input clk,
    input reset,                
    input enable,               
    input [18:0] max_value,     
    output reg [18:0] q,        
    output reg overflow         
);
always @(posedge clk) begin
    if (reset) begin
        q <= 19'd0;
        overflow <= 1'b0;
    end
    else if (enable) begin
        if (q >= max_value) begin
            q <= 19'd0;         
            overflow <= 1'b1;   
        end
        else begin
            q <= q + 19'd1;     
            overflow <= 1'b0;
        end
    end
    else begin
        overflow <= 1'b0;
    end
end
endmodule
module debounce_button #(
    parameter DEBOUNCE_MAX = 22'd2_500_000   
)(
    input  wire clk,
    input  wire rst,         
    input  wire btn_raw,     
    output wire btn_pulse    
);
    reg btn_sync;
    always @(posedge clk) begin
        if (rst)
            btn_sync <= 1'b0;
        else
            btn_sync <= btn_raw;
    end
    reg btn_clean;
    reg [21:0] cnt;
    always @(posedge clk) begin
        if (rst) begin
            btn_clean <= 1'b0;
            cnt       <= 22'd0;
        end else if (btn_sync == btn_clean) begin
            cnt <= 22'd0;
        end else begin
            cnt <= cnt + 1'b1;
            if (cnt >= DEBOUNCE_MAX) begin
                btn_clean <= btn_sync;
                cnt <= 22'd0;
            end
        end
    end
    reg btn_prev;
    always @(posedge clk) begin
        if (rst)
            btn_prev <= 1'b0;
        else
            btn_prev <= btn_clean;
    end
    assign btn_pulse = btn_clean & ~btn_prev;
endmodule
module top_module_stopwatch (
    input clk,
    input reset,
    input enable,           
    output [6:0] q0,        
    output [6:0] q1,        
    output [6:0] q2,        
    output [18:0] qarbage,  
    output overflow2        
);
    wire ov0, ov1, ov_clockdevider;         
    basic_counter_module clock_devider (      
        .clk(clk),
        .reset(reset),
        .enable(enable),
        .max_value(18'd500000),
        .q(qarbage),
        .overflow(ov_clockdevider)
    );
    basic_counter_module c0 (      
        .clk(clk),
        .reset(reset),
        .enable(ov_clockdevider),
        .max_value(7'd99),
        .q(q0),
        .overflow(ov0)
    );
    basic_counter_module c1 (
        .clk(clk),
        .reset(reset),
        .enable(ov0),
        .max_value(7'd59),
        .q(q1),
        .overflow(ov1)
    );
    basic_counter_module c2 (
        .clk(clk),
        .reset(reset),
        .enable(ov1),
        .max_value(7'd59),
        .q(q2),
        .overflow(overflow2)
    );
endmodule
module top_module(
    input  wire clk,
    input  wire rst_hw,
    input  wire reset_btn,
    input  wire start_btn,
    input  wire stop_btn,
    output wire [6:0] q0,
    output wire [6:0] q1,
    output wire [6:0] q2,
    output wire overflow
);
    wire reset_pulse;
    wire start_pulse;
    wire stop_pulse;
    wire rst;
    assign rst = rst_hw;   
    debounce_button  #(
        .DEBOUNCE_MAX(20)    
    ) db_reset (
        .clk       (clk),
        .rst       (rst),
        .btn_raw(reset_btn),
        .btn_pulse(reset_pulse)
    );
    debounce_button  #(
        .DEBOUNCE_MAX(20)    
    ) db_start (
        .clk       (clk),
        .rst       (rst),
        .btn_raw(start_btn),
        .btn_pulse(start_pulse)
    );
    debounce_button  #(
        .DEBOUNCE_MAX(20)    
    ) db_stop (
        .clk       (clk),
        .rst       (rst),
        .btn_raw(stop_btn),
        .btn_pulse(stop_pulse)
    );
    wire en_counter;
    wire rst_counter;
    wire max_reached;
    fsm_controller fsm (
        .clk(clk),
        .rst_hw(rst_hw),
        .reset_pulse(reset_pulse),
        .start_pulse(start_pulse),
        .stop_pulse(stop_pulse),
        .max_reached(max_reached),
        .en_counter(en_counter),
        .rst_counter(rst_counter)
    );
    top_module_stopwatch stopwatch (
        .clk(clk),
        .reset(rst_counter),
        .enable(en_counter),
        .q0(q0),
        .q1(q1),
        .q2(q2),
        .overflow2(max_reached)
    );
endmodule
</file>
<file path="flow/run.sh">
#!/bin/bash
# OpenROAD 26Q1-2900-gdf79404cd8, Yosys 0.63+post, stock flow scripts
make -C /OpenROAD-flow-scripts/flow DESIGN_CONFIG=/design/flow/config.mk WORK_HOME=/design/flow/orfs finish
</file>
<file path="flow/constraint.sdc">
current_design top_module

set clk_period 5.8
set clk_io_pct 0.2

create_clock -name clk0 -period $clk_period [get_ports {clk}]

set non_clock_inputs [all_inputs -no_clocks]
set_input_delay [expr $clk_period * $clk_io_pct] -clock clk0 $non_clock_inputs
set_output_delay [expr $clk_period * $clk_io_pct] -clock clk0 [all_outputs]
</file>
<file path="flow/config.mk">
export PLATFORM = sky130hd
export DESIGN_NAME = top_module
export DESIGN_NICKNAME = top_module
export VERILOG_FILES = /design/flow/design.v
export SDC_FILE = /design/flow/constraint.sdc
export NUM_CORES = 4
export LEC_CHECK = 1
export CORE_UTILIZATION = 30
</file>
==> Implementation_results.wiki <==
== Metrics ==
{| class="wikitable"
! Metric !! Value
|-
| Status || completed
|-
| Worst Max-Slew Pin Slew || 0.844 ns
|-
| Pin count of the biggest net entering global routing || between 70 and 80
|-
| X dimension of the die || 145 um
|-
| Leak || 2.50 nW
|-
| Count of buffers inserted at the top-level ports || 25
|-
| Via density || ~4.6
|-
| Number of placement rows || a little over 50
|-
| Post-synthesis cell count from yosys || 626
|-
| Die Y || 145 um
|-
| Power density of the placed cells || 320 mW/mm2
|-
| Number of fillers in the final layout || 1947
|-
| Detail Route met2 WL || 4420 um
|-
| Clock share of power || 0.483
|-
| Overflow left after global routing || 0
|-
| CTS buffer count || 17
|-
| Count of clock tree sinks || 159
|-
| Met3 wirelength from detailed routing || 454 um
|-
| Switching power as a share of total power || 0.258
|-
| Worst hold-check path type || reg2reg
|-
| Worst relative slew slack || 0.432
|-
| Number of endpoints with negative hold slack in the final report || 0
|-
| Util after Layout || 0.369
|-
| I/O pin total || 27
|-
| Data arrival time at the worst-slack endpoint || between 1 and 1.5 ns
|-
| Sequential element share of the synthesized area || 0.522
|-
| Worst ir drop on vdd || 0.186 mV
|-
| Number of violations reported at the end of detailed-routing iteration 0 || 240
|-
| Critical path's slowest cell || sky130_fd_sc_hd__clkdlybuf4s50_1
|-
| Max Root-Sink Buffers || 2
|-
| Mean instance size in the synthesized netlist || 9.81 um2
|-
| Slowest cell delay on critical path || 0.55 ns
|-
| Chip footprint || 0.0210 mm2
|-
| Number of cells in the finished layout apart from fillers || 951
|-
| Fin area || 0.00730 mm2
|-
| Drt drc || 0
|-
| Initial core utilization || 0.310
|-
| Worst skew pair latency || about 0.42 ns
|-
| Final setup fails || 0
|-
| Top Family by Delay on Critical Path || buffers and inverters
|-
| Min cycle time layout || 2.59 ns
|-
| Detailed placer's ending HPWL || 6830 um
|-
| Setup Total Neg Slack || 0 ns
|-
| CTS tree || yes
|-
| Hold path startpoint || db_reset.cnt[0]
|-
| Post-CTS setup buffer count || 0
|-
| Net switching power of the design || 604 uW
|-
| Startpoint of the most critical register-to-register path || db_reset.btn_clean
|-
| Class of the most critical setup path || reg2out
|-
| Share of post-route cells with drive strength above 1 || 0.0700
|-
| Post-Route Skew || about 0.011 ns
|-
| Vias in the first global route || 4035
|-
| Area figure in the yosys stat output || 0.00614 mm2
|-
| Warning count from the yosys run || 8
|-
| Antenna cells || 0
|-
| Combined area of all synthesized cells || roughly 0.0061 mm2
|-
| Sequential cell fraction of total power || 0.484
|-
| Via total after detailed routing || 4329
|-
| Total Routing Usage GR || 0.109
|-
| Fin. max-slew vios || 0
|-
| Post-route ant nets || 0
|-
| Sum of buffers and inverters on the critical path || 1
|-
| CTS-repair resized insts || 0
|-
| Minimum hold slack || 0.467 ns
|-
| F_max || 387 MHz
|-
| Quantity of hold-fixing buffers added after cts || 0
|-
| CP Cell Sequence || clkdlybuf4s50_1
|-
| Area growth, synth to finish || 18.9%
|-
| Synthesized netlist cell count || 626
|-
| Antenna violations before repair || 0
|-
| Placed Instance Area || 0.00667 mm2
|-
| Clock tree root driver cell || sky130_fd_sc_hd__clkbuf_16
|-
| Nature of the critical path startpoint || register
|-
| Required time of the critical path || 4.64 ns
|-
| Dominant register cell || sky130_fd_sc_hd__dfxtp_1
|-
| Sort of element at the end of the critical path || output port
|-
| Top cell area share || 0.505
|-
| Top routing layer used || met4
|-
| Number of warnings in the stage logs || 32
|-
| RSZ-0062 raised after global routing || false
|-
| Logic pwr share || 0.033
|-
| Share of the cycle needed by the critical path after routing || 0.446
|-
| Share of flip-flops with an asynchronous set or reset || 0.0252
|-
| Number of levels the H-tree was split into || 4
|-
| Origin of the worst setup path || stopwatch.c2.q[6]
|-
| Number of synthesized flops with an enable pin || 0
|-
| Post-synth regs || 159
|-
| Wire length of the first global-routing pass || approximately 19000 um
|-
| Clk pin slew, worst setup/hold paths || around 0.07 ns
|-
| Synth top area cells || sky130_fd_sc_hd__dfxtp_1, sky130_fd_sc_hd__nor3_1, sky130_fd_sc_hd__xnor2_1, sky130_fd_sc_hd__xor2_1, sky130_fd_sc_hd__buf_4
|-
| Leading area contributor after synthesis || sky130_fd_sc_hd__dfxtp_1
|-
| Routability congestion estimate from global placement || 0.795
|-
| Post-route met1 wirelength || 5770 um
|-
| Top fanout value on the critical path || 7
|-
| Placed instance count || 919
|-
| Placeable core region || 0.0198 mm2
|-
| Library cells used by synthesis || 48
|-
| Drt total wl || 10800 um
|-
| Number of iterations in the first detailed-routing pass || 4
|-
| Drt wl/cell || 11.4 um
|-
| Internal || 1.73 mW
|-
| Reported max-cap violation count || 0
|}
[cell usage in the layout (no fill, tap or decap), types with 5 or more instances in the layout]
cell and count:
sky130_fd_sc_hd__dfxtp_1 155, sky130_fd_sc_hd__nor3_1 64, sky130_fd_sc_hd__conb_1 52, sky130_fd_sc_hd__nor2_1 31, sky130_fd_sc_hd__nor4_1 26, sky130_fd_sc_hd__xnor2_1 25, sky130_fd_sc_hd__clkdlybuf4s50_1 25, sky130_fd_sc_hd__nand2_1 23
sky130_fd_sc_hd__xor2_1 21, sky130_fd_sc_hd__nand3_1 21, sky130_fd_sc_hd__inv_1 20, sky130_fd_sc_hd__clkbuf_16 17, sky130_fd_sc_hd__nand4_1 16, sky130_fd_sc_hd__and3_1 13, sky130_fd_sc_hd__or4_1 12, sky130_fd_sc_hd__a221oi_1 12
sky130_fd_sc_hd__a21oi_1 11, sky130_fd_sc_hd__a211oi_1 11, sky130_fd_sc_hd__or3_1 11, sky130_fd_sc_hd__ha_1 11, sky130_fd_sc_hd__nor2b_1 10, sky130_fd_sc_hd__o21ai_0 10, sky130_fd_sc_hd__a31oi_1 10, sky130_fd_sc_hd__o31ai_1 8
sky130_fd_sc_hd__clkinv_8 8, sky130_fd_sc_hd__a41oi_1 7, sky130_fd_sc_hd__and4_1 5, sky130_fd_sc_hd__a21bo_2 5
[registers in the layout, indices dropped and copies added, names as in the netlist, 4 cells and up]
signal                     flops
db_reset.cnt                  22
fsm.state                      4
stopwatch.clock_devider.q     19
db_start.cnt                  22
db_stop.cnt                   22
stopwatch.c1.q                19
stopwatch.c0.q                19
stopwatch.c2.q                19
[final timing paths]
check,end,slack (ns),cells past startpoint
min reg2reg,db_reset.cnt[0],0.47,1
max reg2reg,stopwatch.clock_devider.overflow,3.46,4
max,q2[6],3.21,1
max in group asynchronous,fsm.state[0],4.30,2
min in group asynchronous,fsm.state[3],1.23,2
min,db_reset.cnt[0],0.47,1
[routing by layer]
| layer | global-route usage | vias to the layer above |
|---|---|---|
| li1 | - | 2304 |
| met1 | 0.172 | 1960 |
| met2 | 0.159 | 54 |
| met3 | 0.0272 | 11 |
| met4 | 0.0142 | 0 |
| met5 | 0 | - |
[kinds of logic (layout without fill, tap and decap cells)]
| logic type | after synthesis | count (layout) | share of synthesized area |
|---|---|---|---|
| fa+ha+maj | 11 | 11 | 0.0224 |
| mux | 4 | 4 | 0.00652 |
| flops | 159 | 159 | 0.522 |
| compound gates | 85 | 85 | 0.102 |
| other cells | 1 | 52 | 0.000611 |
| xor+xnor | 46 | 46 | 0.0656 |
| simple gates | 248 | 248 | 0.222 |
| buf+inv | 72 | 81 | 0.0589 |
[metrics by stage]
stage | setup slack, ns | total power [mW]
floorplan | 3.67 | 1.22
global placement | 3.28 | 1.23
detailed placement | 3.23 | 1.23
CTS | 3.19 | 2.37
global route | 3.12 | 2.43
finish | 3.21 | 2.34
[cell type report]
class | count | area, um2 | share of cell area
sequential | 159 | 3200 | 0.439
multi-input combinational | 446 | 2780 | 0.380
clock buffer | 17 | 425 | 0.0583
tap | 265 | 332 | 0.0454
timing repair buffer | 29 | 280 | 0.0384
clock inverter | 15 | 206 | 0.0283
inverter | 20 | 75.1 | 0.0103
[synth_stat cells (all sizes together), types with 12 or more instances]
| library cell | count |
|---|---|
| xnor2 | 25 |
| nor2 | 31 |
| nor4 | 26 |
| nor3 | 64 |
| buf | 24 |
| inv | 20 |
| nand2 | 23 |
| xor2 | 21 |
| or4 | 12 |
| dfxtp | 155 |
| and3 | 13 |
| nand4 | 16 |
| nand3 | 21 |
| clkbuf | 28 |
| a221oi | 14 |
[power by group through the flow]
stage                 Sequential, mW  Clock (mW)  Combinational [mW]
after CTS                       1.13        1.16              0.0779
after global routing            1.13        1.21              0.0870
final                           1.13        1.13              0.0763
Power figures rest on the tool's default switching activity, not on a simulated workload.
